## design/flow/config.mk

```make
export PLATFORM = sky130hd
export DESIGN_NAME = stopwatch
export DESIGN_NICKNAME = stopwatch
export VERILOG_FILES = /design/flow/design.v
export SDC_FILE = /design/flow/constraint.sdc
export NUM_CORES = 4
export LEC_CHECK = 1
export CORE_UTILIZATION = 30
```

## design/flow/constraint.sdc

```tcl
current_design stopwatch

set clk_period 4.4
set clk_io_pct 0.2

create_clock -name clk0 -period $clk_period [get_ports {clk_50Mhz}]

set non_clock_inputs [all_inputs -no_clocks]
set_input_delay [expr $clk_period * $clk_io_pct] -clock clk0 $non_clock_inputs
set_output_delay [expr $clk_period * $clk_io_pct] -clock clk0 [all_outputs]
```

## design/flow/design.v

```verilog
module clock(
  input clk, 
  input clk_50Mhz,
  input reset, 
  input start_pause, 
  output reg [3:0] dvseconds_count, 
  output reg [3:0] chucseconds_count,
  output reg [3:0] dvminutes_count, 
  output reg [3:0] chucminutes_count
);
  reg [1:0] key=2'b0;
  reg reset_prev, start_pause_prev;
  always @(posedge clk_50Mhz) begin
    reset_prev <= reset;
    start_pause_prev <= start_pause;
    if ((reset_prev && ~reset)) begin 
      key[0] <= ~key[0];
      key[1] <= 0;
    end
    if (start_pause_prev && ~start_pause) begin 
      key[1] <= ~key[1];
      key[0] <= 0;
    end 
  end
  initial dvseconds_count = 0; 
  initial chucseconds_count = 0;
  initial dvminutes_count = 0; 
  initial chucminutes_count = 0;
  always @(posedge clk) begin
    if (key[0]) begin
      dvseconds_count <= 0;
      chucseconds_count <= 0;
      dvminutes_count <= 0;
      chucminutes_count <= 0;
    end 
    else if (key[1]) begin
        if (dvseconds_count == 9) begin
            dvseconds_count <= 0;
            if (chucseconds_count == 5) begin
                chucseconds_count <= 0;
                if (dvminutes_count == 9) begin
                    dvminutes_count <= 0;
                    if (chucminutes_count == 5) begin
                        chucminutes_count <= 0;  
                    end else begin
                        chucminutes_count <= chucminutes_count + 1;
                    end
                end else begin
                    dvminutes_count <= dvminutes_count + 1;
                end
            end else begin
                chucseconds_count <= chucseconds_count + 1;
            end
        end else begin
            dvseconds_count <= dvseconds_count + 1;
        end
    end
    else begin
      dvseconds_count <= dvseconds_count;
      chucseconds_count <= chucseconds_count;
      dvminutes_count <= dvminutes_count;
      chucminutes_count <= chucminutes_count;
    end
  end
endmodule
module clock_1hz(
  input clk_50Mhz,
  output reg clk_1hz
);
  initial clk_1hz=0;
  reg [24:0] counter=0;
  always @(posedge clk_50Mhz) begin
    if (counter == 2) begin 
      counter <= 0;
      clk_1hz <= ~clk_1hz;  
    end else
      counter <= counter + 1;
  end
endmodule
module decoder7d(
	input [3:0] Q,
  output [0:6] hex 
);
	assign hex =(Q== 4'd0)? 7'b0000001:
					(Q== 4'd1)? 7'b1001111:
					(Q== 4'd2)? 7'b0010010:
					(Q== 4'd3)? 7'b0000110:
					(Q== 4'd4)? 7'b1001100:
					(Q== 4'd5)? 7'b0100100:
					(Q== 4'd6)? 7'b0100000:
					(Q== 4'd7)? 7'b0001111:
					(Q== 4'd8)? 7'b0000000:
					(Q== 4'd9)? 7'b0000100: 7'b1111111;
endmodule
module stopwatch(
  input clk_50Mhz,
  input reset, 
  input start_pause, 
  output [0:6] hex0, hex1, hex2, hex3
);
  wire clk_1hz;
  clock_1hz clk_divider(.clk_50Mhz(clk_50Mhz),  .clk_1hz(clk_1hz));
  wire[3:0] dvs,chucs,dvm,chucm;
  clock donghodem (.clk(clk_1hz), .clk_50Mhz(clk_50Mhz), .reset(reset), .start_pause(start_pause), .dvseconds_count(dvs), .chucseconds_count(chucs), .dvminutes_count(dvm), .chucminutes_count(chucm));
  decoder7d U1(.Q(chucm), .hex(hex3));
  decoder7d U2(.Q(dvm), .hex(hex2));
  decoder7d U3(.Q(chucs), .hex(hex1));
  decoder7d U4(.Q(dvs), .hex(hex0));
endmodule
```

## design/flow/run.sh

```bash
#!/bin/bash
# OpenROAD 26Q1-2900-gdf79404cd8, Yosys 0.63+post, stock flow scripts
make -C /OpenROAD-flow-scripts/flow DESIGN_CONFIG=/design/flow/config.mk WORK_HOME=/design/flow/orfs finish
```

==> results_dict.tcl <==
# implementation run metrics
set metrics [dict create \
    grt_pass1_wl_um 7980 \
    via_count 2073 \
    reg2reg_to "clk_divider.counter[22]" \
    regArea_um2 941 \
    fin_setup_tns_ns 0 \
    synth_flop_count 46 \
    most-common-layout-cells "dfxtp_1, nand2_1, clkdlybuf4s50_1" \
    synth_top_flop_cell "dfxtp_1" \
    p_seq_share_pct 57.6 \
    clock_path_buffers 2 \
    grt_start_max_net_pins 18 \
    synth_cells 309 \
    power_density_mw_per_mm2 171 \
    status "completed" \
    power_frac_comb_pct 1.9 \
    drtIter0Drc 78 \
    worstSetupPathType "flop to flop" \
    ys_cells 309 \
    finalClockPeriodUsage_pct 36.8 \
    warning_count 26 \
    yosysWarnings 2 \
    postRouteAntennaNets 0 \
    drive_above_1_share_pct 3.96 \
    synth-area-yosys_mm2 0.00251 \
    r2r-start "clk_divider.counter[3]" \
    hold_end "donghodem.key[0]" \
    tightest_slew_ns 0.632 \
    die_h_um 93.5 \
    clock_latency_ns 0.28 \
    slew_headroom_pct 57.8 \
    antenna_found_initial 0 \
    hold_buffers 0 \
    place.gp.congestion 0.722 \
    power_switching_uw 109 \
    endpoint_kind "flop" \
    async_reset_ff_share_pct 0 \
    num_io_pins 31 \
    unclocked_pins 16 \
    fp_util_pct 30.7 \
    syn2layout_area_growth_pct 17.3 \
    vias_per_cell 4.79 \
    critical_path_arrival_ns 1.79 \
    mostFrequentLayoutCell "dfxtp_1" \
    rsz0062_at_grt "no" \
    cp_data_required_time_ns 4.57 \
    dpl.cell_count 425 \
    grt_use_total_pct 11.0 \
    fin_skew_ns 0.00555 \
    dieWidth_um 93.5 \
    cts_inserted_buffers 5 \
    max_cap_violations 0 \
    sw_frac_of_total_pct 21.5 \
    irDropWorstVdd_uv 151 \
    finalHoldViolCount 0 \
    cts.reportedPaths.clkPinSlew_ns 0.06 \
    rr_worst_depth 4 \
    startpoint_type "flop" \
    setup_viol 0 \
    netlist_area_mm2 0.00251 \
    diodes 0 \
    htree_num_levels 2 \
    slew_viol_final 0 \
    dr.pass1.iters 4 \
    p_leak_nw 1.03 \
    clock-root-buffer "clkbuf_8" \
    wire_per_inst_um 10.1 \
    fillers 852 \
    wirelength_um 4390 \
    ys_seq_share_pct 37.5 \
    first_global_vias 1761 \
    whs_path_depth 1 \
    grt-ovfl-total 0 \
    max_freq_ghz 0.617 \
    row_count 33 \
    r2r_setup_slack_ns 2.78 \
    logic_area_mm2 0.00146 \
    core_mm2 0.00818 \
    detailed_place_hpwl_um 3110 \
    hp-class "flop to flop" \
    dieArea_mm2 0.00874 \
    synth_cell_type_count 46 \
    port_buffers 30 \
    drc 0 \
    min_period_ns 1.62 \
    untimed_endpoints 44 \
    edf_count 2 \
    min_from "donghodem.start_pause_prev" \
    crit_fanout 7 \
    cts_tree "yes" \
    clkPwrFrac_pct 40.4 \
    avgSynthCellArea_um2 8.13 \
    fin_cells 433 \
    p_int_uw 396 \
    post-cts-setup-buffers 0 \
    ctsResizeCount 0 \
]
-- layout make-up --
cell class / instances / area share (%)
multi-input combinational: 235 / 49.5
sequential: 46 / 31.9
timing repair buffer: 30 / 10.2
tap: 105 / 4.46
clock buffer: 8 / 2.72
inverter: 9 / 1.15
-- metrics by stage --
| step | worst slack [ns] | hold slack (ns) | power [mW] | util (%) | cell area [um^2] |
|---|---|---|---|---|---|
| floorplan | 2.95 | 0.404 | 0.302 | - | 2510 |
| global placement | 2.49 | 0.410 | 0.307 | 35.0 | 2870 |
| detailed placement | 2.48 | 0.427 | 0.307 | 35.0 | 2870 |
| CTS | 2.76 | 0.437 | 0.514 | 36.0 | 2950 |
| global route | 2.65 | 0.477 | 0.530 | 36.0 | 2950 |
| finish | 2.78 | 0.437 | 0.505 | 36.0 | 2950 |
-- per-layer routing --
layer	share of wire, %	global-route usage [%]
met1	53	17.3
met2	43	16.9
met3	3.3	1.82
met4	0.61	0.513
met5	0	0
-- power by group through the flow --
stage / logic [mW] / registers (mW) / clock network [mW]
after CTS: 0.00988 / 0.291 / 0.213
after global routing: 0.0114 / 0.293 / 0.226
final: 0.00972 / 0.291 / 0.204
-- cell families after synthesis --
logic type / share of synthesized area (%)
buffers and inverters: 4.43
AND-OR/OR-AND: 13.6
flip-flops: 37.5
AND/OR/NAND/NOR: 30.4
XOR/XNOR: 11.2
multiplexers: 1.99
adder cells (fa/ha/maj): 0.996
-- state kept, by name, indices dropped and copies added, names as in the netlist --
register and cells:
donghodem.chucseconds_count 4, donghodem.chucminutes_count 4, donghodem.dvseconds_count 4, donghodem.key 2, clk_divider.counter 25, donghodem.dvminutes_count 4, donghodem.start_pause_prev 1, clk_divider.clk_1hz 1
donghodem.reset_prev 1
-- cells in the mapped netlist, types with 5 or more instances --
| library cell | n | area (um^2) |
|---|---|---|
| nand4_1 | 7 | 43.8 |
| xor2_1 | 10 | 87.6 |
| o21ai_0 | 23 | 115 |
| xnor2_1 | 22 | 193 |
| inv_1 | 9 | 33.8 |
| nor4_1 | 5 | 31.3 |
| nor3_1 | 7 | 35.0 |
| nand2_1 | 39 | 146 |
| dfxtp_1 | 44 | 881 |
| o211ai_1 | 5 | 37.5 |
| clkbuf_1 | 14 | 52.6 |
| nor2b_1 | 6 | 37.5 |
| a21oi_1 | 22 | 110 |
| nand3_1 | 13 | 65.1 |
| mux2i_1 | 5 | 50.1 |
| nor2_1 | 28 | 105 |
-- how the worst max path moves through the flow --
stage,startpoint,end,depth (start not counted)
5_1_grt,clk_divider.counter[3],clk_divider.counter[22],4
6_report,clk_divider.counter[3],clk_divider.counter[22],4
4_1_cts,clk_divider.counter[3],clk_divider.counter[22],4
-- critical path, cell delays in order (launching register included) --
cell	delay, ns
dfxtp_1	0.43
nand4_2	0.24
nor4_4	0.51
nand4_1	0.17
xnor2_1	0.15
Power and IR drop assume default switching activity.
